==> design/flow/design.v <==
`default_nettype none
module shift_register_sipo #(
    parameter WIDTH = 8,
    parameter COVER = 0
) (
    input wire clk_i,
    input wire rst_i,
    input wire advance_i,
    input wire bit_i,
    output wire [WIDTH-1:0] value_o
);
    reg [WIDTH-1:0] value;
    assign value_o = value;
    always @(posedge clk_i)
        if (rst_i)
            value <= 0;
        else if (advance_i)
            value <= {value[WIDTH-2:0],bit_i};
        else
            value <= value;
endmodule
`default_nettype wire
==> design/flow/run.sh <==
#!/bin/bash
# OpenROAD 26Q1-2900-gdf79404cd8, Yosys 0.63+post, stock flow scripts
make -C /OpenROAD-flow-scripts/flow DESIGN_CONFIG=/design/flow/config.mk WORK_HOME=/design/flow/orfs finish
==> design/flow/config.mk <==
export PLATFORM = sky130hd
export DESIGN_NAME = shift_register_sipo
export DESIGN_NICKNAME = shift_register_sipo
export VERILOG_FILES = /design/flow/design.v
export SDC_FILE = /design/flow/constraint.sdc
export NUM_CORES = 4
export LEC_CHECK = 1
export CORE_AREA = 10 10 70 70
export DIE_AREA = 0 0 80 80
==> design/flow/constraint.sdc <==
current_design shift_register_sipo

set clk_period 1.0
set clk_io_pct 0.2

create_clock -name clk0 -period $clk_period [get_ports {clk_i}]

set non_clock_inputs [all_inputs -no_clocks]
set_input_delay [expr $clk_period * $clk_io_pct] -clock clk0 $non_clock_inputs
set_output_delay [expr $clk_period * $clk_io_pct] -clock clk0 [all_outputs]
==> report_table.html <==
<h2>Synthesis and place &amp; route</h2>
<table>
<tr><th>Metric</th><th>Value</th></tr>
<tr><th colspan="2">Status</th></tr>
<tr><td>Run status</td><td>finished clean</td></tr>
<tr><th colspan="2">Clock network</th></tr>
<tr><td>Latency at later pin</td><td>0.25 ns</td></tr>
<tr><td>Number of buffers on the longest clock path</td><td>2</td></tr>
<tr><td>Root buffer cell</td><td>clkbuf_4</td></tr>
<tr><td>Number of hold buffers added after cts</td><td>0</td></tr>
<tr><td>Clock buffer count from CTS</td><td>3</td></tr>
<tr><td>Htree depth</td><td>1</td></tr>
<tr><td>Sinks on Clock Net</td><td>8</td></tr>
<tr><td>TritonCTS clock tree</td><td>built</td></tr>
<tr><td>Clk pin slew, worst setup/hold paths</td><td>0.05 ns</td></tr>
<tr><th colspan="2">Yosys</th></tr>
<tr><td>Basic-gate share of the synthesized area counting and, or, nand and nor cells</td><td>0.105</td></tr>
<tr><td>Adder and majority gate portion of the synthesized area</td><td>0</td></tr>
<tr><td>Fraction of registers with async set/reset</td><td>0</td></tr>
<tr><td>Biggest area cells</td><td>dfxtp_1 (56%), mux2i_1 (28%), nor2_1 (11%)</td></tr>
<tr><td>Number of instances in the synthesized netlist</td><td>26</td></tr>
<tr><td>Post-synth top cells</td><td>dfxtp_1 (8), mux2i_1 (8), nor2_1 (8)</td></tr>
<tr><td>Flip-flop cell with the highest count after synthesis</td><td>dfxtp_1</td></tr>
<tr><td>Count of state elements after synthesis</td><td>8</td></tr>
<tr><td>Total standard cell area after synthesis</td><td>285 um^2</td></tr>
<tr><td>Post-synth tally of flip-flops with integrated enable</td><td>0</td></tr>
<tr><td>Combinational family with the most area after synthesis</td><td>multiplexers</td></tr>
<tr><td>Number of distinct library cells after synthesis</td><td>5</td></tr>
<tr><td>Aoi/oai-family share of the synthesized area</td><td>0</td></tr>
<tr><td>Multiplexer share of the synthesized area</td><td>0.281</td></tr>
<tr><td>Yosys stat area</td><td>285 um^2</td></tr>
<tr><td>Number of synthesis warnings</td><td>1</td></tr>
<tr><td>Count of instantiated cells in the yosys netlist</td><td>26</td></tr>
<tr><td>Post-synthesis average cell area</td><td>11.0 um^2</td></tr>
<tr><td>Seq share, synth</td><td>0.561</td></tr>
<tr><td>Max-area cell share</td><td>0.561</td></tr>
<tr><td>Top cell type by total area after synthesis</td><td>dfxtp_1</td></tr>
<tr><td>Xor and xnor fraction of the mapped netlist area</td><td>0</td></tr>
<tr><th colspan="2">Placement</th></tr>
<tr><td>Weighted congestion at the end of routability-driven global placement</td><td>0.735</td></tr>
<tr><td>Tally of buffers added on design ports</td><td>11</td></tr>
<tr><td>Cell area after placement</td><td>503 um^2</td></tr>
<tr><td>HPWL reported at the end of detailed placement</td><td>629 um</td></tr>
<tr><td>Number of placed instances, taps included</td><td>88</td></tr>
<tr><th colspan="2">Critical path</th></tr>
<tr><td>Arrival time at the worst endpoint</td><td>0.75 ns</td></tr>
<tr><td>Required arrival time at the worst endpoint</td><td>0.80 ns</td></tr>
<tr><td>Crit Path Class</td><td>flop to primary output</td></tr>
<tr><td>Critical-path top delay cell</td><td>dfxtp_2</td></tr>
<tr><td>Worst reg-to-reg setup slack</td><td>0.25 ns</td></tr>
<tr><td>Startpoint type of the worst setup path</td><td>flop</td></tr>
<tr><td>Largest fanout on the critical path</td><td>2</td></tr>
<tr><td>Number of buffer and inverter stages on the critical path</td><td>1</td></tr>
<tr><td>Cell family with most CP delay</td><td>flip-flops</td></tr>
<tr><td>Maximum single-stage delay on the critical path</td><td>0.32 ns</td></tr>
<tr><td>Endpoint type of the worst setup path</td><td>primary output</td></tr>
<tr><td>List of cells traversed by the critical path</td><td>clkdlybuf4s15_1</td></tr>
<tr><th colspan="2">Cells and area</th></tr>
<tr><td>Leading registers by flop count</td><td>value (8)</td></tr>
<tr><td>Non-Filler Instances</td><td>92</td></tr>
<tr><td>Final core utilization</td><td>0.160</td></tr>
<tr><td>Number of flip-flops under the largest register name</td><td>8</td></tr>
<tr><td>Area Growth Syn to Fin</td><td>91.2%</td></tr>
<tr><td>Cell area after layout</td><td>546 um^2</td></tr>
<tr><td>Share of final-layout standard cells stronger than drive strength 1</td><td>0.413</td></tr>
<tr><td>Register with the most flip-flops</td><td>value</td></tr>
<tr><th colspan="2">Timing</th></tr>
<tr><td>Max frequency</td><td>1050 MHz</td></tr>
<tr><td>Slew at the pin closest to its max-slew limit</td><td>0.295 ns</td></tr>
<tr><td>Final count of pins violating max slew</td><td>0</td></tr>
<tr><td>Unrepaired setup endpoints after global routing</td><td>no</td></tr>
<tr><td>Skew final</td><td>0.00101 ns</td></tr>
<tr><td>Setup-failing EPs final</td><td>0</td></tr>
<tr><td>Final Hold Vio Count</td><td>0</td></tr>
<tr><td>Time the worst path needs with I/O delays and setup</td><td>0.948 ns</td></tr>
<tr><td>Max_slew headroom</td><td>0.803</td></tr>
<tr><td>Post-route fraction of the period consumed by the critical path</td><td>0.948</td></tr>
<tr><th colspan="2">Global routing</th></tr>
<tr><td>Overall overflow remaining after global route</td><td>0</td></tr>
<tr><td>Number of global-route vias before repair</td><td>296</td></tr>
<tr><td>Number of antenna violations at the first check in global routing</td><td>0</td></tr>
<tr><td>Largest net degree at the start of global routing</td><td>9</td></tr>
<tr><td>First-pass GRT wire length</td><td>1260 um</td></tr>
<tr><td>Total GRT Usage</td><td>0.0249</td></tr>
<tr><th colspan="2">Drt</th></tr>
<tr><td>Via density</td><td>2.67</td></tr>
<tr><td>Initial DRC Count</td><td>0</td></tr>
<tr><td>Post-Route WL</td><td>743 um</td></tr>
<tr><td>Diode insertion count for antenna repair</td><td>0</td></tr>
<tr><td>Routed wire per std cell</td><td>8.08 um</td></tr>
<tr><td>Total via count in the routed design</td><td>246</td></tr>
<tr><td>Antenna Nets Post-Route</td><td>0</td></tr>
<tr><td># DRC</td><td>0</td></tr>
<tr><td>Length of the first detailed-routing pass in iterations</td><td>1</td></tr>
<tr><th colspan="2">Die</th></tr>
<tr><td>Row count</td><td>21</td></tr>
<tr><td>Die boundary height</td><td>80 um</td></tr>
<tr><td>Die outline area</td><td>0.00640 mm^2</td></tr>
<tr><td>Horizontal die dimension</td><td>80 um</td></tr>
<tr><td>Area of the core region</td><td>0.00342 mm^2</td></tr>
<tr><td>Top-Level Pins</td><td>12</td></tr>
<tr><td>Core Density at Floorplan</td><td>0.0835</td></tr>
<tr><th colspan="2">Flow run</th></tr>
<tr><td># Max-Cap Violations</td><td>0</td></tr>
<tr><td>Count of tool warnings</td><td>25</td></tr>
<tr><th colspan="2">Power</th></tr>
<tr><td>Cell area power density</td><td>1140 mW/mm^2</td></tr>
<tr><td>Largest voltage drop on the vdd net</td><td>0.172 mV</td></tr>
<tr><td>Leakage power of the design</td><td>0.246 nW</td></tr>
<tr><th colspan="2">Worst hold path</th></tr>
<tr><td>Hold crit path type</td><td>primary input to flop</td></tr>
</table>
## where the power goes
group	internal (mW)	total, mW	switching (mW)	leakage [nW]
Clock	0.137	0.236	0.0997	0.0138
Combinational	0.0377	0.0576	0.0199	0.163
Sequential	0.325	0.328	0.00245	0.0686
Total	0.499	0.622	0.122	0.246
## stage by stage
step | power [mW] | worst slack [ns] | setup TNS, ns | hold WS (ns)
floorplan | 0.358 | 0.342 | 0 | 0.347
global placement | 0.390 | -0.207 | -1.61 | 0.495
detailed placement | 0.391 | -0.219 | -1.70 | 0.505
CTS | 0.634 | 0.0296 | 0 | 0.495
global route | 0.656 | 0.0122 | 0 | 0.437
finish | 0.622 | 0.0520 | 0 | 0.396
## cell families (layout without fill, tap and decap cells)
group / after synthesis / count (layout)
simple gates: 8 / 8
buf+inv: 2 / 22
flops: 8 / 8
mux: 8 / 8
## layout by cell type (no fill, tap or decap), drive strengths merged
| cell | Yosys | layout |
|---|---|---|
| clkbuf | 0 | 3 |
| clkdlybuf4s15 | 0 | 8 |
| dlymetal6s2s | 0 | 1 |
| nor2 | 8 | 8 |
| clkdlybuf4s50 | 0 | 2 |
| mux2i | 8 | 8 |
| dfxtp | 8 | 8 |
| buf | 2 | 8 |
## final timing paths
check,start,endpoint,depth (start not counted)
setup / recovery,value[3],value_o[3],1
hold / removal,advance_i,value[2],4
setup reg to reg,value[4],value[5],3
hold reg to reg,value[7],value[7],2
## final cells by class
| cell class | count | area [um^2] |
|---|---|---|
| repair buffers | 19 | 185 |
| well taps | 46 | 57.6 |
| flip-flops and latches | 8 | 170 |
| fillers | 392 | 2870 |
| multi-input cells | 16 | 110 |
| clock buffers | 3 | 22.5 |
## repair_timing
| action | 4_1_cts | 5_1_grt |
|---|---|---|
| resized | 24 | 1 |
| buffers inserted | 1 | 0 |
| endpoints found under the setup margin | 8 | 5 |
| gates cloned | 0 | 0 |
## per-layer routing
metal / vias to the layer above / wire length [um] / global-route usage
met3: 3 / 54 / 0.0136
met1: 112 / 237 / 0.0208
li1: 125 / - / -
met2: 6 / 430 / 0.0482
met5: - / 0 / 0
met4: 0 / 21 / 0.00704
No activity file was given, so power comes from the tool's default toggle rates.
