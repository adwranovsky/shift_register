`flow/run.sh`:
```
#!/bin/bash
# OpenROAD 26Q1-2900-gdf79404cd8, Yosys 0.63+post, stock flow scripts
make -C /OpenROAD-flow-scripts/flow DESIGN_CONFIG=/design/flow/config.mk WORK_HOME=/design/flow/orfs finish
```
`flow/config.mk`:
```
export PLATFORM = sky130hd
export DESIGN_NAME = shift_register_piso
export DESIGN_NICKNAME = shift_register_piso
export VERILOG_FILES = /design/flow/design.v
export SDC_FILE = /design/flow/constraint.sdc
export NUM_CORES = 4
export LEC_CHECK = 1
export CORE_AREA = 10 10 71 71
export DIE_AREA = 0 0 81 81
```
`flow/constraint.sdc`:
```
current_design shift_register_piso

set clk_period 1.1
set clk_io_pct 0.2

create_clock -name clk0 -period $clk_period [get_ports {clk_i}]

set non_clock_inputs [all_inputs -no_clocks]
set_input_delay [expr $clk_period * $clk_io_pct] -clock clk0 $non_clock_inputs
set_output_delay [expr $clk_period * $clk_io_pct] -clock clk0 [all_outputs]
```
`flow/design.v`:
```
`default_nettype none
module shift_register_piso #(
    parameter WIDTH = 8,
    parameter reg [WIDTH-1:0] DEFAULT_VALUE = 0,
    parameter reg FILL_VALUE = 1'b0,
    parameter COVER = 0
) (
    input wire  clk_i,
    input wire  rst_i,
    input wire  set_i,
    input wire  advance_i,
    output wire bit_o,
    input wire  [WIDTH-1:0] value_i
);
    reg [WIDTH-1:0] value = DEFAULT_VALUE;
    always @(posedge clk_i)
        if (rst_i)
            value <= DEFAULT_VALUE;
        else if (set_i)
            value <= value_i;
        else if (advance_i)
            value <= {FILL_VALUE,value[WIDTH-1:1]};
        else
            value <= value;
    assign bit_o = value[0];
endmodule
`default_nettype wire
```
==> flow_results.org <==
* Implementation run

** Floorplan
- For reference, the placement row count at floorplan is 22.
- Die area :: between 0.006 and 0.007 mm^2
- The region available for standard cell placement spans between 0.003 and 0.004 mm^2.
- Top Ports :: 13
- From left edge to right edge, the die measures 81 um.
- The die is between 80 and 90 um tall.
- The initial utilization of the core area, before any placement, comes to 0.102.

** STA
- The final timing report derives a shortest allowable period of about 980 ps.
- F_max :: between 1 and 1.5 GHz
- Clock tree skew after final layout :: about 1.7 ps
- The final hold violation count recorded for this run is 0.
- Unrepaired setup endpoints after global routing :: no
- The pin closest to its max-slew limit shows a slew of 297 ps.
- In the finished design, the share of the clock period the worst path needs comes to 0.891.
- The max-slew check reports its worst relative slack as 0.801.
- Setup violation total in the final timing report :: 0
- In the final report, the number of pins over their slew limit comes to 0.

** Place
- RePlAce ended its routability-driven mode at a weighted congestion of approximately 0.80.
- Number of buffers added on ports :: 12
- Dpl cells :: ~96
- The wire-length estimate of the detail-placed layout is approximately 800 um.

** Synth
- The synthesized netlist was found by Yosys to have 35 cells.
- Post-Synth Simple-Gate Area :: 0.153
- Largest area contributor in the netlist :: sky130_fd_sc_hd__dfxtp_1
- Average footprint of a synthesized cell :: about 11 um^2
- Share of synthesized cell area in and-or and or-and compound cells :: 0.156
- Of all flip-flops after synthesis, the portion carrying an async set or reset was 0.
- Yosys Chip Area :: ~370 um^2
- For this run, the number of Yosys warnings is 1.
- Dominant cell by count in the synthesized netlist :: sky130_fd_sc_hd__dfxtp_1
- Top cells by area :: sky130_fd_sc_hd__dfxtp_1 43%, sky130_fd_sc_hd__mux2i_1 19%, sky130_fd_sc_hd__a211oi_1 14%
- Number of enable flip-flop cells :: 0
- MUX share of area :: 0.190
- Per the post-synthesis report, the number of cells in the design is 35.
- Dominant non-sequential cell family after synthesis :: multiplexers
- In this run, distinct cell masters in the synthesized netlist total 10.
- XORs/XNORs by Area :: 0
- In this run the cell area of the synthesized design comes to between 300 and 400 um^2.
- The most used flip-flop cell after synthesis is sky130_fd_sc_hd__dfxtp_1.
- Commonest cells in the synthesized netlist :: 8 x sky130_fd_sc_hd__dfxtp_1, 7 x sky130_fd_sc_hd__a211oi_1, 7 x sky130_fd_sc_hd__mux2i_1, 7 x sky130_fd_sc_hd__nor2b_1
- Sequential share of the synthesized area :: 0.434
- Post-synth regs :: 8
- Yosys adder share :: 0
- The share of synthesized area in the top cell type comes to 0.434.

** Clocking
- Clk sink count :: 8
- In this run the post-CTS setup repair buffer count came out at 0.
- Clock insertion delay at the later pin of the skew report :: about 220 ps
- After clock tree synthesis, the clock-pin slew on the worst setup and hold paths is approximately 40 ps.
- Per the CTS log, the maximum H-tree level is 1.
- TritonCTS clock tree :: yes
- Root Buffer :: sky130_fd_sc_hd__clkbuf_8
- Per the TritonCTS log, the buffer count is 3.
- Maximum buffer depth of the clock tree :: 2

** GRT
- The first global-routing pass estimated approximately 1600 um of wire.
- The number of antenna violations at the first check in global routing is 0.
- Vias in the first global route :: between 300 and 400
- Pin count of the biggest net entering global routing :: 9
- Across every metal layer, demand over resource in global routing totals 0.0305.
- Total congestion overflow after global routing :: 0

** Hold path
- The startpoint identified for the worst hold timing path is set_i.
- In this run the worst hold path is classified as in2reg.
- For hold timing, the worst endpoint is value[7]$_SDFFE_PP0P_.
- Number of cells traversed by the worst hold path :: 3

** Critical path
- STA classifies the critical path startpoint as a flip-flop.
- STA lists the startpoint of the worst register-to-register path as value[7]$_SDFFE_PP0P_.
- Max fanout on the critical path was recorded as 2.
- Slack of the worst reg-to-reg path :: about 230 ps
- Critical path class :: reg2out
- Arrival time reported for the critical path endpoint :: around 760 ps
- CP Capture Type :: primary output
- Largest incremental delay on the critical path :: between 300 and 400 ps
- Number of buffer and inverter instances along the worst setup path :: 1
- Ordered cell list for the critical path :: dlygate4sd2_1
- Broken down by cell family, the worst path's largest delay share belongs to flip-flops.
- The number of cells on the worst reg-to-reg path is 2.
- Among all stages on the critical path, the largest delay is contributed by sky130_fd_sc_hd__dfxtp_2.
- At the worst endpoint, the required time is just under 900 ps.
- The endpoint identified for the worst register-to-register timing path is value[7]$_SDFFE_PP0P_.

** Route
- The first routing iteration left 2 violations.
- Antenna cells :: 0
- The count of nets left with antenna violations once routing finished came out at 0.
- Wirelength, routed :: 966 um
- Drt first pass iters :: 3
- Per the detail_route report, routed wire per instance is between 9 and 10 um.
- Via Count :: 312
- Dividing the detail-routed via count by the number of cells gives around 3.2.
- DRC violation count after routing :: 0

** Pwr
- The flow reported a cell area power density of about 1300 mW/mm^2.
- VDD sags by at most between 0.2 and 0.3 mV.
- The script extracted a total leakage power of around 0.24 nW.

** Final layout
- At the end of the flow the core is filled with cells to 0.163.
- Area delta synth->final :: 60.7%
- Biggest registers after layout :: value (8)
- value holds more flip-flops than any other register.
- The register with the most flip-flops in the layout has 8 of them.
- Fraction of layout cells with a size suffix above 1 :: 0.137
- After the flow finishes, the layout carries non-filler instances totaling slightly below 100.

** Outcome
- The run finished with clean final reports.

** Flow run
- Across all stage logs, warnings added up to 25.
- The number of maximum-capacitance violations recorded for the run is 0.
[cell usage in the layout (no fill, tap or decap), drive strengths merged]
cell and count:
a211oi 7, a21oi 1, buf 3, clkbuf 3
clkdlybuf4s50 9, dfxtp 8, dlygate4sd2 2, dlymetal6s2s 1
inv 1, mux2i 7, nand2 1, nor2b 7
or3b 1
[final cells by class]
type | instances | area [um^2]
clock buffer | 3 | 41.3
inverter | 1 | 3.75
timing repair buffer | 15 | 143
fill | 411 | 3040
sequential | 8 | 161
multi-input combinational | 24 | 184
tap | 48 | 60.1
[worst register-to-register path: stages, from the launching register on]
cell and delay, ps:
sky130_fd_sc_hd__dfxtp_1 310, sky130_fd_sc_hd__or3b_1 350, sky130_fd_sc_hd__a21oi_1 140
[power by group]
group          switching [W]  internal (W)
clock               0.000102      0.000236
sequential        0.00000951      0.000313
combinational      0.0000400     0.0000696
[per-layer routing]
metal | vias to the layer above | global-route usage | wire length [um]
met2 | 5 | 0.0486 | 487
met4 | 0 | 0.0104 | 10
met5 | - | 0 | 0
met1 | 146 | 0.0320 | 377
met3 | 2 | 0.0200 | 90
li1 | 159 | - | -
[metrics by stage]
stage               setup slack [ps]  hold slack [ps]  setup TNS (ps)  power (W)  area (um^2)
finish                           120              425               0   0.000770          593
global route                    94.5              460               0   0.000822          593
CTS                            0.922              531               0   0.000788          591
detailed placement              -265              546           -1880   0.000441          551
global placement                -271              541           -1880   0.000440          551
floorplan                        232              356               0   0.000379          369
[kinds of logic (layout without fill, tap and decap cells)]
family / after synthesis / after routing
DFF: 8 / 8
muxes: 7 / 7
AOI/OAI and AO/OA: 8 / 8
buffers and inverters: 3 / 19
and+or+nand+nor: 9 / 9
[what timing repair did]
item	CTS	global route
hold buffers	0	0
setup endpoints to repair	6	5
resized	3	1
endpoints found under the hold margin	0	0
[worst max-delay path by stage]
| stage | start | endpoint | slack, ps | cells past startpoint |
|---|---|---|---|---|
| 6_report | value[0]$_SDFFE_PP0P_ | bit_o | 120 | 1 |
| 5_1_grt | value[0]$_SDFFE_PP0P_ | bit_o | 90 | 1 |
| 4_1_cts | set_i | value[7]$_SDFFE_PP0P_ | 0.9 | 3 |
Power and IR drop assume default switching activity.
